## design/flow/config.mk

```make
export PLATFORM = sky130hd
export DESIGN_NAME = execute
export DESIGN_NICKNAME = execute
export VERILOG_FILES = /design/flow/design.v
export SDC_FILE = /design/flow/constraint.sdc
export NUM_CORES = 4
export LEC_CHECK = 1
export CORE_UTILIZATION = 40
```

## design/flow/constraint.sdc

```tcl
current_design execute

set clk_period 23.7
set clk_io_pct 0.2

create_clock -name clk0 -period $clk_period

set non_clock_inputs [all_inputs -no_clocks]
set_input_delay [expr $clk_period * $clk_io_pct] -clock clk0 $non_clock_inputs
set_output_delay [expr $clk_period * $clk_io_pct] -clock clk0 [all_outputs]
```

## design/flow/design.v

```verilog
module execute #()
(
  input  wire [31:0] pc,
  input  wire [6:0]  opcode,
  input  wire [2:0]  funct3,
  input  wire [6:0]  funct7,
  input  wire [31:0] data_rs1, data_rs2,
  input  wire [4:0]  shamt,
  input  wire [31:0] imm,
  output reg  [31:0] alu_res,
  output reg         br_taken
);
  parameter R_type=7'b0110011, I_type_ALU=7'b0010011, I_type_load=7'b0000011, 
            I_type_JALR=7'b1100111, S_type=7'b0100011, B_type=7'b1100011, 
            U_type_LUI=7'b0110111, U_type_AUIPC=7'b0010111, J_type=7'b1101111, ECALL=7'b1110011;
  parameter add_f3=3'h0, sub_f3=3'h0, xor_f3=3'h4, or_f3=3'h6, and_f3=3'h7, sll_f3=3'h1, 
            srl_f3=3'h5, sra_f3=3'h5, slt_f3=3'h2, sltu_f3=3'h3;
  parameter addi_f3=3'h0, xori_f3=3'h4, ori_f3=3'h6, andi_f3=3'h7, slli_f3=3'h1, 
            srli_f3=3'h5, srai_f3=3'h5, slti_f3=3'h2, sltui_f3=3'h3;
  parameter beq_f3=3'h0, bne_f3=3'h1, blt_f3=3'h4, bge_f3=3'h5, bltu_f3=3'h6, bgeu_f3=3'h7;
  parameter add_f7=7'h00, sub_f7=7'h20, xor_f7=7'h00, or_f7=7'h00, and_f7=7'h00, sll_f7=7'h00, 
            srl_f7=7'h00, sra_f7=7'h20, slt_f7=7'h00, sltu_f7=7'h00;
  parameter slli_f7=7'h00, srli_f7=7'h00, srai_f7=7'h20;
  parameter ecall_f7=7'h00;
  always @(*) begin
    alu_res  = 32'b0;
    br_taken = 1'b0;
    case (opcode)
      R_type:
        case (funct3)
          add_f3:
            alu_res = funct7 == add_f7  ? data_rs1 + data_rs2   : 
                      funct7 == sub_f7  ? data_rs1 - data_rs2   : 32'b0;  
          xor_f3:
            alu_res = funct7 == xor_f7  ? data_rs1 ^ data_rs2   : 32'b0;
          or_f3:
            alu_res = funct7 == or_f7   ? data_rs1 | data_rs2   : 32'b0;
          and_f3:
            alu_res = funct7 == and_f7  ? data_rs1 & data_rs2   : 32'b0;
          sll_f3:
            alu_res = funct7 == sll_f7  ? data_rs1 << data_rs2[4:0]  : 32'b0;
          srl_f3:
            alu_res = funct7 == srl_f7  ? data_rs1 >>  data_rs2[4:0] :
                      funct7 == sra_f7  ? $signed($signed(data_rs1) >>> data_rs2[4:0] ): 32'b0;  
          slt_f3:
            alu_res = funct7 == slt_f7  ? $signed(data_rs1) < $signed(data_rs2) ? 32'b1 : 32'b0 : 32'b0;
          sltu_f3:
            alu_res = funct7 == sltu_f7 ? data_rs1 < data_rs2                   ? 32'b1 : 32'b0 : 32'b0;
          default:
            alu_res  = 32'b0;
        endcase
      I_type_ALU:
        case (funct3)
          addi_f3:
            alu_res = data_rs1 + imm;
          xori_f3:
            alu_res = data_rs1 ^ imm;
          ori_f3:
            alu_res = data_rs1 | imm;
          andi_f3:
            alu_res = data_rs1 & imm;
          slli_f3:
            alu_res = funct7 == slli_f7 ? data_rs1 <<  shamt : 32'b0;
          srli_f3:
            alu_res = funct7 == srli_f7 ? (data_rs1 >>  shamt) :
                      funct7 == srai_f7 ? $signed($signed(data_rs1) >>> shamt) : 32'b0;  
          slti_f3:
            alu_res = $signed(data_rs1) < $signed(imm) ? 32'b1 : 32'b0;
          sltui_f3:
            alu_res = data_rs1 < imm                   ? 32'b1 : 32'b0;
          default:
            alu_res  = 32'b0;
        endcase
      I_type_load:
        alu_res = data_rs1 + imm;
      S_type:
        alu_res = data_rs1 + imm;
      B_type: begin
        alu_res = pc + imm;
        case (funct3)
          beq_f3: 
            br_taken = data_rs1 == data_rs2;
          bne_f3: 
            br_taken = data_rs1 != data_rs2;
          blt_f3:
            br_taken = $signed(data_rs1) <  $signed(data_rs2);
          bge_f3: 
            br_taken = $signed(data_rs1) >= $signed(data_rs2);
          bltu_f3: 
            br_taken = data_rs1 < data_rs2;
          bgeu_f3: 
            br_taken = data_rs1 >= data_rs2;
          default: 
            br_taken = 1'b0;
        endcase
      end
      J_type:
        alu_res = pc + imm;  
      I_type_JALR:
        alu_res = data_rs1 + imm;  
      U_type_LUI:
        alu_res = imm;  
      U_type_AUIPC:
        alu_res = pc + imm;  
      default: begin  
        alu_res  = 32'b0;
        br_taken = 1'b0;
      end
    endcase
  end
endmodule
```

## design/flow/run.sh

```bash
#!/bin/bash
# OpenROAD 26Q1-2900-gdf79404cd8, Yosys 0.63+post, stock flow scripts
make -C /OpenROAD-flow-scripts/flow DESIGN_CONFIG=/design/flow/config.mk WORK_HOME=/design/flow/orfs finish
```

==> run summary <==
Implementation results.

The transition time recorded at the tightest slew-check pin is 1280 ps. The netlist area before placement is 18400 um2. During I/O placement, the number of pins put on the boundary was 183. The number of warning messages in the yosys log is 1.

The capturing element type of the critical path is an output port. The area growth from synthesis to layout is 13.8%. The data required time at the worst endpoint is 18960 ps.

For this design, Yosys synthesis ends with a cell count of 2916. According to the floorplan report, the placeable core area is 45400 um2. Per the slew report, the remaining headroom to the max-slew limit stands at 13.6%. The worst setup slack after layout is 7430 ps. The power report shows net switching accounting for 65.9% of the total. The global-route total usage across every layer is 48.4%. The detailed-route wire length is 116000 um. Across the run, the number of max-cap violations was 0.

The routed design shows a wire length per standard cell of 32.2 um. The sequential element share of the synthesized area is 0%. The leakage component of the power was reported as 8.52 nW. For the final routed database, the setup TNS stands at 0 ps.

Entering global routing, the biggest net connects 66 pins. From bottom edge to top edge, the die measures 217 um. Measured along the x axis, the die boundary spans 217 um. The data arrival time of the critical path is 11530 ps. The part of the cycle the worst path needs is 68.6%. The most frequently placed logic cell in the final layout is sky130_fd_sc_hd__nand2_1.

The slowest library cell on the worst path is sky130_fd_sc_hd__ha_1. Walking the worst path, the cells encountered are clkdlybuf4s50_1 -> clkinv_1 -> ha_1 -> o21ai_0 -> o21a_1 -> or4_1 -> a21oi_1 -> a41oi_1 -> o21ai_0 -> a21oi_1 -> xnor2_1 -> o21ai_0 -> o32ai_1 -> nand3_1 -> clkdlybuf4s50_1. As logged by OpenROAD, the buffers inserted on ports number 183. The mean instance size in the synthesized netlist is 6.32 um2.

The global-route track usage on met2 is 69.1%. The number of rows in the core area is 78. The number of placed cells counting well taps is 3583. The peak fanout along the critical path is 10. Setup repair after global routing left no endpoint under its margin. The detailed-route via count is 25581.

After clock tree synthesis, the flow added hold-fix buffers numbering 0. The buffer and inverter count on the worst path is 3. Per the final layout report, the fraction of cells sized above drive strength 1 comes to 6.67%. In this run the post-CTS setup repair buffer count came out at 0. The number of antenna violations at the first check in global routing is 7.

Based on the critical path, the design can be clocked at up to 0.0615 GHz. The number of global-route vias before repair is 23181. The class of the tightest hold or removal check is in -> out. The number of nets still failing antenna checks after routing is 0. The floorplan core density is 40.6%. The cell repeated most along the worst path is sky130_fd_sc_hd__o21ai_0. Endpoints with negative setup slack in the final report add up to 0. Dividing the detail-routed via count by the number of cells gives 7.13.

The internal power component is 166 uW. The total power density per cell area is 23.2 nW/um2. The final max-slew violation count recorded for this run is 0. The DRC violation count after routing is 0. The longest individual stage delay on the worst path is 800 ps.

The first global-routing pass estimated 163000 um of wire. Per the OpenROAD floorplan log, the area of the die is 46900 um2. The non-filler instance count after layout is 3586. Among cell families on the critical path, the largest total delay comes from AND-OR/OR-AND gates. The synthesized netlist has a Yosys-reported chip area of 18400 um2. The flow ran to the end, and the final reports show no timing, DRC or antenna violations. The final-layout clock buffer total is 0. After global routing the overflow that remains totals 0. The met1 demand-to-capacity share in global routing is 61.8%.

In the final layout, flip-flops and latches occupy 0 um2. For this run the detailed placement stage logged an HPWL of 89200 um. Hold-check failures listed in the final report amount to 0. The synthesized netlist cell count is 2916. In the layout the commonest cells are sky130_fd_sc_hd__nand2_1, sky130_fd_sc_hd__a21oi_1, sky130_fd_sc_hd__o21ai_0.

The met3 track demand over resource in global routing is 17.5%. The highest supply drop recorded on VDD is 0.0000147 V. The final power report lists total power as 487 uW. The final weighted congestion in routability-driven placement is 1.14. On the final layout, the worst hold slack is 10610 ps. The most used routing layer is met2. Sequential cells placed in the final layout were counted as 0.

After clock tree synthesis, the repair step resized 0 gates. STA classifies the critical path startpoint as a primary input. The post-synthesis cell type count is 94. In this run, the number of DRC markers left after iteration 0 of detailed routing was 3599.

The number of warning messages in the logs is 160. The net load switching power is 321 uW. Per the post-place timing report, worst setup slack is 7940 ps. The critical path is of the in -> out type. Before antenna repair, the detailed router went through 9 iterations. Subtracting the final worst setup slack from the clock period gives 16270 ps.
==> cell families after synthesis <==
group | Yosys count | synth area share (%)
XOR/XNOR | 82 | 3.90
AND-OR/OR-AND | 1192 | 42.6
multiplexers | 115 | 6.61
AND/OR/NAND/NOR | 912 | 22.9
buffers and inverters | 388 | 8.42
adder cells (fa/ha/maj) | 227 | 15.6
==> layout make-up <==
cell class	instances	area, um2
Tap cell	600	751
Inverter	152	571
Fill cell	4585	24400
Antenna cell	3	7.51
Timing Repair Buffer	303	2720
Multi-Input combinational cell	2528	16900
==> Yosys cell counts (all sizes together), types with 23 or more instances <==
master / number / area [um2]
inv: 149 / 559
ha: 223 / 2790
mux2i: 98 / 981
nand3: 89 / 465
buf: 72 / 365
o21ai: 270 / 1360
o22ai: 23 / 144
clkbuf: 164 / 616
a31oi: 30 / 188
a221oi: 23 / 201
a22oi: 34 / 255
a211oi: 151 / 1140
o31ai: 29 / 218
nor2: 249 / 957
o211ai: 43 / 323
a21o: 41 / 308
xnor2: 62 / 543
nor3: 95 / 497
nand2: 318 / 1200
a21oi: 309 / 1550
==> final timing paths <==
check / from / endpoint / cells after the start
setup / recovery: data_rs2[4] / alu_res[24] / 15
hold / removal: funct3[0] / alu_res[1] / 5
==> power by group through the flow <==
stage                 logic [mW]  clock network (mW)  registers, mW
after CTS                  0.461                   0              0
after global routing       0.510                   0              0
==> routing by layer <==
layer  routed length, um  up-vias
met1               43100    11766
met2               46300     2165
met4                9270        6
met5                  89        -
li1                    -    11063
met3               16900      581
==> metrics by stage <==
step	utilization, %	area (um2)
after floorplan	-	18400
after global placement	46.2	20900
after detailed placement	46.2	20900
after CTS	46.2	20900
after global routing	46.2	20900
final	46.2	21000
Power and IR drop assume default switching activity.
