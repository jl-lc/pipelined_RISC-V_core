==> ./design.v <==
module writeback #()
(
  input wire [31:0] pc,
  input wire        load,
  input wire        jal,
  input wire [2:0]  funct3,
  input wire [31:0] mdata,
  input wire [31:0] alu_res,
  output reg [31:0] data_rd
);
  parameter lb=3'h0, lh=3'h1, lw=3'h2, lbu=3'h4, lhu=3'h5;
  always @(*) begin
    if (load)
      case (funct3)
        lb:  data_rd = {{24{mdata[7]}}, mdata[7:0]};  
        lh:  data_rd = {{16{mdata[15]}}, mdata[15:0]};  
        lw:  data_rd = mdata;
        lbu: data_rd = {24'b0, mdata[7:0]};
        lhu: data_rd = {16'b0, mdata[15:0]};
        default: data_rd = mdata;  
      endcase
    else if (jal)
      data_rd = pc + 32'd4;
    else
      data_rd = alu_res;
  end
endmodule
==> ./run.sh <==
#!/bin/bash
# OpenROAD 26Q1-2900-gdf79404cd8, Yosys 0.63+post, stock flow scripts
make -C /OpenROAD-flow-scripts/flow DESIGN_CONFIG=/design/flow/config.mk WORK_HOME=/design/flow/orfs finish
==> ./config.mk <==
export PLATFORM = sky130hd
export DESIGN_NAME = writeback
export DESIGN_NICKNAME = writeback
export VERILOG_FILES = /design/flow/design.v
export SDC_FILE = /design/flow/constraint.sdc
export NUM_CORES = 4
export LEC_CHECK = 1
export CORE_AREA = 10 10 104 104
export DIE_AREA = 0 0 114 114
==> ./constraint.sdc <==
current_design writeback

set clk_period 6.7
set clk_io_pct 0.2

create_clock -name clk0 -period $clk_period

set non_clock_inputs [all_inputs -no_clocks]
set_input_delay [expr $clk_period * $clk_io_pct] -clock clk0 $non_clock_inputs
set_output_delay [expr $clk_period * $clk_io_pct] -clock clk0 [all_outputs]
==> flow_results.xml <==
<?xml version="1.0" encoding="UTF-8"?>
<metrics>
  <group name="clock_network">
    <metric name="post-cts-setup-buffer-count" unit="">0</metric>
    <metric name="cts_resized" unit="">0</metric>
    <metric name="postCtsHoldBufs" unit="">0</metric>
  </group>
  <group name="pwr">
    <metric name="power_per_cell_area" unit="nW/µm²">60.6</metric>
    <metric name="power.static_leakage" unit="nW">0.997</metric>
    <metric name="irDropWorstVdd" unit="mV">0.0244</metric>
    <metric name="report.power.total" unit="mW">0.177</metric>
  </group>
  <group name="global_route">
    <metric name="largest_net_degree_at_the_start_of_global_routing" unit="">48</metric>
    <metric name="grt_pass1_vias" unit="">2481</metric>
    <metric name="all_layer_gr_usage" unit="%">12.3</metric>
    <metric name="global_route_wire_length_before_repair" unit="mm">13.2</metric>
    <metric name="globalRoute.totalOverflow" unit="">0</metric>
    <metric name="number_of_antenna_violations_at_the_first_check_in_global_routing" unit="">0</metric>
  </group>
  <group name="synthesis">
    <metric name="yosysWarningCount" unit="">1</metric>
    <metric name="mappedNetlistArea" unit="µm²">1510</metric>
    <metric name="top_cells_by_count" unit="">44 x nand2_1, 20 x nor2_1, 18 x clkbuf_1, 18 x nand3_1, 18 x o21ai_0</metric>
    <metric name="post_synth.cell_area_avg" unit="µm²">5.91</metric>
    <metric name="yosys-top-cells-area" unit="">nand2_1 11%, xnor2_1 7.0%, nand3_1 6.0%</metric>
    <metric name="synth_top_area_share" unit="%">11.0</metric>
    <metric name="yosysUniqueCellTypes" unit="">45</metric>
    <metric name="yosysSeqAreaShare" unit="%">0</metric>
    <metric name="synth.largest_area_cell" unit="">nand2_1</metric>
    <metric name="yosysMostFrequentCell" unit="">nand2_1</metric>
    <metric name="ys_area" unit="µm²">1510</metric>
    <metric name="synth_cells" unit="">255</metric>
    <metric name="synth.yosys.num_cells" unit="">255</metric>
  </group>
  <group name="place">
    <metric name="port_buffers" unit="">133</metric>
    <metric name="place.detailed.hpwl" unit="mm">7.21</metric>
    <metric name="routabilityCongestion" unit="">0.885</metric>
  </group>
  <group name="setup_path">
    <metric name="critical_path_peak_fanout" unit="">20</metric>
    <metric name="crit_arrival" unit="ns">4.08</metric>
    <metric name="setup.worst_path.end_class" unit="">output pin</metric>
    <metric name="worst-setup-path-type" unit="">primary input to output pin</metric>
    <metric name="cp.required" unit="ns">5.36</metric>
    <metric name="critical_path.startpoint_type" unit="">primary input</metric>
  </group>
  <group name="final_timing">
    <metric name="final.min_clock_period" unit="ns">5.42</metric>
    <metric name="worst_slew_pin_slew" unit="ns">0.757</metric>
    <metric name="fin_tns_setup" unit="ns">0</metric>
    <metric name="setup-violations-final" unit="">0</metric>
    <metric name="max_freq" unit="MHz">184</metric>
    <metric name="slew_viol_final" unit="">0</metric>
    <metric name="slew-limit-headroom" unit="%">48.1</metric>
    <metric name="final_hold_viol_count" unit="">0</metric>
    <metric name="grt_setup_unrepaired" unit="">no</metric>
    <metric name="post-route-period-util" unit="%">80.9</metric>
  </group>
  <group name="layout">
    <metric name="fin_util" unit="%">33.6</metric>
    <metric name="multiInputGateArea" unit="µm²">1420</metric>
    <metric name="layout.filler_cells" unit="">951</metric>
    <metric name="layout-drive-gt1-share" unit="%">3.23</metric>
    <metric name="area_growth_syn_to_layout" unit="%">93.6</metric>
    <metric name="register_area" unit="µm²">0</metric>
    <metric name="n_sequential_cell" unit="">0</metric>
    <metric name="clockBufferCount" unit="">0</metric>
  </group>
  <group name="worst_hold_path">
    <metric name="worst_hold_class" unit="">primary input to output pin</metric>
    <metric name="worst_hold_path.endpoint" unit="">data_rd[8]</metric>
    <metric name="worstHoldStart" unit="">mdata[8]</metric>
    <metric name="cell_count_of_the_worst_hold_path" unit="">4</metric>
  </group>
  <group name="drt">
    <metric name="drc" unit="">0</metric>
    <metric name="drt_iter0_markers" unit="">171</metric>
    <metric name="antenna_cells_inserted" unit="">0</metric>
    <metric name="wl_per_cell" unit="µm">17.9</metric>
    <metric name="drt_wl_total" unit="mm">8.59</metric>
    <metric name="drt-pass1-iter-count" unit="">4</metric>
    <metric name="final_antenna_net_count" unit="">0</metric>
    <metric name="vias" unit="">2411</metric>
    <metric name="post_drt_via_cell_ratio" unit="">5.02</metric>
  </group>
  <group name="run_status">
    <metric name="run_status" unit="">complete, no violations</metric>
  </group>
  <group name="die">
    <metric name="num_rows" unit="">34</metric>
    <metric name="chip_area" unit="µm²">13000</metric>
    <metric name="dieHeight" unit="µm">114</metric>
    <metric name="chipWidth" unit="µm">114</metric>
    <metric name="io_pins" unit="">133</metric>
    <metric name="core_util_floorplan" unit="%">17.4</metric>
    <metric name="core_area" unit="µm²">8680</metric>
  </group>
  <group name="run">
    <metric name="drv_cap" unit="">0</metric>
    <metric name="warnings" unit="">32</metric>
  </group>
</metrics>
[placed cells by master, fill, tap and decap left out, types with 4 or more instances in the layout]
| cell | count |
|---|---|
| or3_1 | 5 |
| and3_1 | 5 |
| or4_1 | 5 |
| nand2_1 | 44 |
| a22oi_1 | 8 |
| a21oi_1 | 7 |
| o311ai_0 | 4 |
| o21ai_0 | 18 |
| mux2i_1 | 6 |
| nor2_1 | 20 |
| xnor2_1 | 12 |
| nand3_1 | 18 |
| clkdlybuf4s50_1 | 133 |
| a221oi_1 | 8 |
| nor4_1 | 4 |
| nor3_1 | 12 |
| nand4_1 | 11 |
| or2_2 | 4 |
| o211ai_1 | 9 |
[how the worst max path moves through the flow]
stage | start | endpoint | slack, ns | cells after the start
6_report | funct3[1] | data_rd[13] | 1.28 | 5
5_1_grt | funct3[1] | data_rd[14] | 1.15 | 5
4_1_cts | funct3[1] | data_rd[13] | 1.27 | 5
[metal layers]
metal / wire, µm / share of wire, % / vias up / track usage (%)
li1: - / - / 1224 / -
met1: 3670 / 43 / 1082 / 15.9
met2: 4070 / 47 / 103 / 20.5
met3: 833 / 9.7 / 2 / 4.15
met4: 21 / 0.24 / 0 / 0.251
met5: 0 / 0 / - / 0
[report_power, final]
group | internal, mW | leakage, nW | total (mW) | switching (mW)
Sequential | 0 | 0 | 0 | 0
Clock | 0 | 0 | 0 | 0
Combinational | 0.111 | 0.997 | 0.177 | 0.0658
[logic make-up after synthesis]
family | after synthesis | share of synthesized area, %
adders and majority gates | 1 | 0.830
xor gates and xnor gates | 12 | 6.98
AOI/OAI and AO/OA | 73 | 34.3
and+or+nand+nor | 141 | 47.9
buffers and inverters | 22 | 5.98
muxes | 6 | 3.99
[through the flow]
stage	hold slack (ns)	instances	worst slack [ns]	cell area (µm²)
after floorplan	2.74	255	2.64	1510
after global placement	3.62	480	1.32	2920
after detailed placement	3.61	480	1.26	2920
after CTS	3.62	480	1.27	2920
after global routing	3.64	480	1.15	2920
final	3.61	480	1.28	2920
[cell type report]
type	count	share of cell area [%]
Timing Repair Buffer	136	46.4
Multi-Input combinational cell	233	48.6
Inverter	3	0.386
Tap cell	108	4.63
[worst max-delay path, cell delays in order]
cell and delay [ns]:
clkdlybuf4s50_1 0.76, or4b_2 0.81, and2_0 0.31, a221oi_1 0.34, clkdlybuf4s50_1 0.52
Power is estimated from default activity; no workload was simulated.
