**constraint.sdc**
```tcl
current_design decode

set clk_period 4.0
set clk_io_pct 0.2

create_clock -name clk0 -period $clk_period

set non_clock_inputs [all_inputs -no_clocks]
set_input_delay [expr $clk_period * $clk_io_pct] -clock clk0 $non_clock_inputs
set_output_delay [expr $clk_period * $clk_io_pct] -clock clk0 [all_outputs]
```
**design.v**
```verilog
module decode #()
(
  input wire [31:0] instruction,
  output reg [6:0]  opcode,
  output reg [4:0]  rd,
  output reg [4:0]  rs1, rs2,
  output reg [2:0]  funct3,
  output reg [6:0]  funct7,
  output reg [31:0] imm,
  output reg [4:0]  shamt,
  output reg        write_enable,
  output reg        load,
  output reg        store,
  output reg        rw,
  output reg        jal,
  output reg        rs1_only
);
  parameter R_type=7'b0110011, I_type_ALU=7'b0010011, I_type_load=7'b0000011, 
            I_type_JALR=7'b1100111, S_type=7'b0100011, B_type=7'b1100011, 
            U_type_LUI=7'b0110111, U_type_AUIPC=7'b0010111, J_type=7'b1101111, ECALL=7'b1110011;
  reg [4:0] dummy_rs1;  
  assign opcode = instruction[6:0];
  assign shamt = rs2;
  always @(*) begin
    dummy_rs1 = 0;
    imm = 0;
    load = 0;
    rw = 0;
    jal = 0;
    write_enable = 1;
    rs1_only = 0;
    store = 0;
    case (opcode)
      R_type: begin
        {funct7, rs2, rs1, funct3, rd} = instruction[31:7];
      end
      I_type_ALU: begin
        {funct7, rs2, rs1, funct3, rd} = instruction[31:7];
        if (funct3[1:0] != 2'b01)
          imm[11:5] = funct7;
        imm[4:0] = rs2;
        imm[31:12] = {20{imm[11]}};  
        rs1_only = 1;
      end
      I_type_load: begin
        {imm[11:0], rs1, funct3, rd} = instruction[31:7];
        {funct7, rs2} = imm[11:0];
        imm[31:12] = {20{imm[11]}};  
        load = 1;
        rs1_only = 1;
      end
      I_type_JALR: begin
        {imm[11:0], rs1, funct3, rd} = instruction[31:7];
        {funct7, rs2} = imm[11:0];
        imm[31:12] = {20{imm[11]}};  
        jal = 1;
        rs1_only = 1;
      end
      S_type: begin
        {imm[11:5], rs2, rs1, funct3, imm[4:0]} = instruction[31:7];
        {funct7, rd} = imm[11:0];
        imm[31:12] = {20{imm[11]}};  
        rw = 1;
        write_enable = 0;
        store = 1;
      end
      B_type: begin
        {imm[12], imm[10:5], rs2, rs1, funct3, imm[4:1], imm[11]} = instruction[31:7];
        rd = {imm[4:1], imm[11]};
        funct7 = {imm[12], imm[10:5]};
        imm[31:13] = {19{imm[11]}};  
        write_enable = 0;
      end
      U_type_LUI: begin
        {imm[31:12], rd} = instruction[31:7];
        {funct7, rs2, dummy_rs1, funct3} = imm[31:12];
        rs1 = 0;  
        rs1_only = 1;
      end
      U_type_AUIPC: begin
        {imm[31:12], rd} = instruction[31:7];
        {funct7, rs2, rs1, funct3} = imm[31:12];
      end
      J_type: begin
        {imm[20], imm[10:1], imm[11], imm[19:12], rd} = instruction[31:7];
        {funct7, rs2, rs1, funct3} = {imm[20], imm[10:1], imm[11], imm[19:12]};
        imm[31:21] = {11{imm[20]}};  
        jal = 1;
      end
      ECALL: begin
        rd = 0;
        rs1 = 0;
        rs2 = 0;
        funct3 = 0;
        funct7 = 0;
        write_enable = 0;
      end
      default: begin
        rd = 0;
        rs1 = 0;
        rs2 = {5{1'b1}};
        funct3 = 0;
        funct7 = 7'h7;
      end
    endcase
  end
endmodule
```
**config.mk**
```make
export PLATFORM = sky130hd
export DESIGN_NAME = decode
export DESIGN_NICKNAME = decode
export VERILOG_FILES = /design/flow/design.v
export SDC_FILE = /design/flow/constraint.sdc
export NUM_CORES = 4
export LEC_CHECK = 1
export CORE_AREA = 10 10 74 74
export DIE_AREA = 0 0 84 84
```
**run.sh**
```bash
#!/bin/bash
# OpenROAD 26Q1-2900-gdf79404cd8, Yosys 0.63+post, stock flow scripts
make -C /OpenROAD-flow-scripts/flow DESIGN_CONFIG=/design/flow/config.mk WORK_HOME=/design/flow/orfs finish
```
==> results.txt <==
yosys + openroad results -> run status=finished, final reports clean, final critical delay including setup and external delays=3.71 ns, CP cell instances=clkdlybuf4s50_1, and3b_2, a22o_1, nand2_1, o21a_1, clkdlybuf4s50_1, critical path class=input pin to primary output, post-layout period usage=92.8%, Gate Count Post-Synth=141, final design area excluding fillers=0.00199 sq mm, largest area contributor in the synthesized netlist=sky130_fd_sc_hd__buf_4, average size of a mapped cell=6.39 sq um, Flop Count=0, CP Capture Type=primary output, count of buffers from port buffering=107, number of max-slew violations in the final report=0, final routed wirelength across all metal layers=4.85 mm, I/O pins=107, floorplan core area=0.00397 sq mm, share of the core filled with cells in the final layout=50.1%, total negative setup slack=0 ns, Core Util at FP=22.7%, most frequent cell after synthesis=sky130_fd_sc_hd__nand2_1, maximum number of pins on one net before global-route repair=16, DRC=0, Starting DRT DRC Count=32, CP Launch Type=input pin, Die Size=0.00706 sq mm, floorplan row count=23, netlist area before placement=901 sq um, overall overflow remaining after global route=0, count of endpoints failing hold in the final timing report=0, DRT antenna net count=0, part of the Yosys area used for sequential elements=0%, worst hold slack across all endpoints=2.47 ns, hold buffer count at CTS=0, detailed placer's ending HPWL=4.15 mm, top cells by instance count after synthesis=19 x sky130_fd_sc_hd__nand2_1, 13 x sky130_fd_sc_hd__and3_1, 13 x sky130_fd_sc_hd__buf_4, 13 x sky130_fd_sc_hd__nand3_1, 12 x sky130_fd_sc_hd__and2_1, die height=84 um, maximum operating frequency=269 MHz, fill count=411, least setup slack across all paths after layout=0.286 ns, maximum vdd drop=0.0225 mV, Worst Path Max Fanout=10, Top delay family on crit path=buffers and inverters, Cell variety after synth=40, routed via count divided by cell count=4.76, signal arrival time at the worst endpoint=2.91 ns, wire per inst=16.7 um, fraction of final layout cells with drive strength greater than 1=10.0%, Static Leakage=0.880 nW, setup slack at placement=0.140 ns, FF+latch area=0 sq um, unrepaired setup endpoints after global routing=no, delay of the slowest cell on the worst path=0.67 ns, synthesis-to-finish area growth=121%, pin slew with the least headroom to its limit=0.553 ns, global-route wire length before repair=7.85 mm, Buf/Inv on CP=2, Max transition margin=63.1%, number of cell instances after yosys synthesis=141, instance count after placement with tap cells included=290, Clock buffer cells=0, number of global-route vias before repair=1,423, power after layout=0.119 mW, power density normalized to cell area=59.8 mW/mm^2, cell occurring most often along the worst timing path=sky130_fd_sc_hd__clkdlybuf4s50_1, die boundary width=84 um, hold_sp=instruction[1], gp weighted congestion=0.847, cell area after placement=0.00199 sq mm, Worst Hold Depth=2, initial antenna violation count=0, synthesis area per yosys=901 sq um, min-delay worst type=input pin to primary output, final setup violation count=0, Slowest cell on crit path=sky130_fd_sc_hd__clkdlybuf4s50_1, top cells by area in the synthesized netlist=sky130_fd_sc_hd__buf_4 11%, sky130_fd_sc_hd__and3_1 9.0%, sky130_fd_sc_hd__and2_1 8.3%, max-cap viol count=0, Synthesis Warnings=3, global-route usage over all layers=13.0%, total tool warning count=32, detailed-router iteration count before antenna repair=4, post-route insts no fill=290, top cell type's share of synthesized area=10.8%, vias post-DR=1,380, Worst Hold Endpoint=opcode[1], antenna diode instance count=0, required time of the critical path=3.20 ns
-- cell usage in the layout, fill, tap and decap left out --
master,netlist,layout
sky130_fd_sc_hd__a21boi_0,1,1
sky130_fd_sc_hd__a21o_1,7,7
sky130_fd_sc_hd__a21oi_1,3,2
sky130_fd_sc_hd__a21oi_2,0,1
sky130_fd_sc_hd__a221o_1,1,1
sky130_fd_sc_hd__a22o_1,5,5
sky130_fd_sc_hd__a22oi_1,1,1
sky130_fd_sc_hd__a31o_2,1,1
sky130_fd_sc_hd__a32o_1,1,1
sky130_fd_sc_hd__a32o_2,1,1
sky130_fd_sc_hd__and2_0,1,1
sky130_fd_sc_hd__and2_1,12,12
sky130_fd_sc_hd__and3_1,13,13
sky130_fd_sc_hd__and3b_2,1,1
sky130_fd_sc_hd__and4_1,1,1
sky130_fd_sc_hd__buf_4,13,14
sky130_fd_sc_hd__clkdlybuf4s50_1,0,107
sky130_fd_sc_hd__inv_1,1,1
sky130_fd_sc_hd__mux2_2,1,1
sky130_fd_sc_hd__nand2_1,19,19
sky130_fd_sc_hd__nand2b_1,3,3
sky130_fd_sc_hd__nand3_1,13,13
sky130_fd_sc_hd__nand4_1,1,1
sky130_fd_sc_hd__nand4b_1,1,1
sky130_fd_sc_hd__nor2_1,5,5
sky130_fd_sc_hd__nor2b_1,2,2
sky130_fd_sc_hd__nor3_1,1,1
sky130_fd_sc_hd__nor3_2,1,1
sky130_fd_sc_hd__nor4_1,2,2
sky130_fd_sc_hd__nor4_2,2,2
sky130_fd_sc_hd__o2111a_2,1,1
sky130_fd_sc_hd__o21a_1,8,8
sky130_fd_sc_hd__o21ai_0,4,4
sky130_fd_sc_hd__o21ai_1,1,1
sky130_fd_sc_hd__or2_1,1,1
sky130_fd_sc_hd__or2b_1,1,1
sky130_fd_sc_hd__or3_4,1,1
sky130_fd_sc_hd__xor2_1,1,1
-- routing by layer --
layer / GRT usage [%] / wire length [um] / up-vias
met3: 4.72 / 451 / 2
met5: 0 / 0 / -
met2: 21.8 / 2230 / 69
met1: 16.4 / 2150 / 611
met4: 0.609 / 23 / 0
li1: - / - / 698
-- area by class of cell --
type	count	area [sq um]	area share (%)
inverter	1	3.75	0.189
tap	50	62.6	3.14
multi-input combinational	118	748	37.6
timing repair buffer	121	1180	59.1
-- where the power goes --
group	internal, mW	leakage (nW)	switching, mW
sequential	0	0	0
clock	0	0	0
combinational	0.0754	0.880	0.0437
-- timing repair --
action                     in CTS  in global routing
resized                         0                  1
hold endpoints to repair        0                  0
setup endpoints to repair       0                 12
setup buffers                   0                  0
-- worst max-delay path by stage --
stage / start / end / slack [ns] / cells past startpoint
after CTS: instruction[4] / imm[20] / 0.12 / 6
after global routing: instruction[4] / imm[20] / 0.08 / 6
final: instruction[4] / shamt[1] / 0.29 / 6
-- logic make-up (layout without fill, tap and decap cells) --
family | after synthesis | count (layout) | synth area share [%]
buffers and inverters | 23 | 122 | 17.4
xor gates and xnor gates | 1 | 1 | 0.972
and+or+nand+nor | 81 | 81 | 51.1
muxes | 1 | 1 | 1.25
AOI/OAI and AO/OA | 35 | 35 | 29.3
Power and IR drop assume default switching activity.
